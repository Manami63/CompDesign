`flow/run.sh`:
```
#!/bin/bash
# OpenROAD 26Q1-2900-gdf79404cd8, Yosys 0.63+post, stock flow scripts
make -C /OpenROAD-flow-scripts/flow DESIGN_CONFIG=/design/flow/config.mk WORK_HOME=/design/flow/orfs finish
```
`flow/config.mk`:
```
export PLATFORM = sky130hd
export DESIGN_NAME = SELECTOR
export DESIGN_NICKNAME = SELECTOR
export VERILOG_FILES = /design/flow/design.v
export SDC_FILE = /design/flow/constraint.sdc
export NUM_CORES = 4
export LEC_CHECK = 1
export CORE_AREA = 10 10 85 85
export DIE_AREA = 0 0 95 95
```
`flow/constraint.sdc`:
```
current_design SELECTOR

set clk_period 4.4
set clk_io_pct 0.2

create_clock -name clk0 -period $clk_period

set non_clock_inputs [all_inputs -no_clocks]
set_input_delay [expr $clk_period * $clk_io_pct] -clock clk0 $non_clock_inputs
set_output_delay [expr $clk_period * $clk_io_pct] -clock clk0 [all_outputs]
```
`flow/design.v`:
```
module SELECTOR (
    input  [2:0]  SEL,        
    input  [31:0] Rdata1, 
    input  [31:0] Rdata2, 
    input  [31:0] Result, 
    input  [31:0] Wdata, 
    input  [31:0] nextPC,
    output reg [31:0] Vdata,  
    output reg [4:0]  SEL_LED  
);
    always @(*) begin
        SEL_LED = 5'b0;
        case (SEL)
            3'b000: begin Vdata = {16'b0, Rdata1[15:0]}; SEL_LED[0] = 1; end
            3'b001: begin Vdata = {16'b0, Rdata2[15:0]}; SEL_LED[1] = 1; end
            3'b010: begin Vdata = {16'b0, Result[15:0]}; SEL_LED[2] = 1; end
            3'b011: begin Vdata = {16'b0, Wdata[15:0]};  SEL_LED[3] = 1; end
            3'b100: begin Vdata = {16'b0, nextPC[15:0]}; SEL_LED[4] = 1; end
            default: begin Vdata = 32'hDEAD_BEEF; SEL_LED = 5'b11111; end
        endcase
    end
endmodule
```
==> Table 3: Implementation characteristics <==
Table: implementation figures

Parameter                              Value

Run status
  Status    completed

Job
  Max-cap viol count    0
  Number of warnings in the stage logs    112

Floorplan
  Overall die area    9030 um2
  Die Wd    95 um
  Core Box Area    5470 um2
  Core Rows    27
  I/O pin count    200
  Effective utilization at floorplan    18.2%
  Die span in y    95 um

Detailed routing
  Mean number of vias per cell    4.35
  Total iterations of the first detailed-routing run    4
  Number of DRC markers after the initial detailed-route iteration    21
  Inserted Diodes    0
  Number of antenna-violating nets in the routed design    0
  Average detailed-routed wire length per instance    15.8 um
  Number of remaining DRC errors    0
  Routed wire length    4740 um
  Via count of the routed design    1,304

Power and ir drop
  Final Total Pwr    0.198 mW
  Total power per unit cell area    96.5 nW/um2
  Peak supply drop    0.0000333 V
  Static leakage    0.767 nW

Synthesis
  Syn Std Cell Area    996 um2
  Basic Gates by Area    15.2%
  Largest area contributor in the netlist    sky130_fd_sc_hd__buf_4
  Multiplexer area fraction after synthesis    23.7%
  Most frequent cell after synthesis    sky130_fd_sc_hd__buf_4
  Main area contributors after synthesis    sky130_fd_sc_hd__buf_4 (12%), sky130_fd_sc_hd__mux2_4 (12%), sky130_fd_sc_hd__o22ai_1 (6.3%)
  XOR/XNOR Fraction of Synth Area    0.879%
  Sequential area share after synthesis    0%
  Yosys cell types    33
  Biggest combinational cell group after synthesis    AND-OR/OR-AND gates
  Most numerous cell types in the synthesized netlist    sky130_fd_sc_hd__buf_4 (16), sky130_fd_sc_hd__o22ai_1 (10), sky130_fd_sc_hd__nor2b_1 (9), sky130_fd_sc_hd__o21ai_0 (9)
  Average cell area after synthesis    7.49 um2
  Synth Warn #    1
  Adder-cell share of the synthesized area    0%
  Yosys top cell area share    12.1%
  Area fraction in compound gates    36.7%
  Cell count after synthesis    133
  Yosys cell count    133
  Total cell area reported by yosys after synthesis    996 um2

Final timing
  Minimum clock period after layout    3.78 ns
  Setup violators final    0
  Hold Fails Final Rpt    0
  Setup repair after global routing missed its margin    false
  Pins over their slew limit    0
  PnR worst setup slack    0.623 ns
  Slew at the pin closest to its max-slew limit    0.818 ns
  Fmax achieved    265 MHz
  Share of the clock period used by the worst path    85.8%
  Final TNS setup    0 ns
  Headroom to the max-slew limit    45.4%

Setup path
  Worst-path cell chain    buf_2, nor2_1, nor2b_1, clkdlybuf4s50_1
  Worst Path Required    3.52 ns
  Crit-path slowest cell    sky130_fd_sc_hd__buf_2
  Crit path launch type    input pin
  Kind of critical path    in -> out
  Top fanout value on the critical path    38
  CP top delay family    buffers and inverters
  Arrival time worst endpoint    2.90 ns
  Buf+Inv Stages, Crit Path    2
  Worst path max stage delay    0.62 ns
  Crit end category    primary output

Layout
  Share of cells above drive strength 1    9.21%
  Layout fillers    596
  Final cell count without fillers    300
  Storage cell area    0 um2
  Area overhead of the layout relative to synthesis    107%
  Combinational gate area    781 um2
  Layout clock buffer count    0
  Layout sequential cell count    0

Global routing
  Number of global-route vias before repair    1,398
  Antenna violations before repair    0
  Overflow left after global routing    0
  Maximum number of pins on one net before global-route repair    39
  Wire length of the first global-routing pass    6930 um
  GRT Overall Usage    9.42%

CTS
  Buffers inserted during post-CTS setup optimization    0
  CTS Hold Bufs    0
  PostCTS Resize Cnt    0

Placed design
  HPWL after detailed placement    4040 um
  Place WS    0.555 ns
  Cells after DPL    300
  Count of buffers inserted at the top-level ports    115
  Gp weighted congestion    0.754

Min path
  Hold path startpoint    SEL[2]
  Hold WC Path Type    in -> out
  Cell depth of the worst min-delay path    2
  Hold path endpoint    SEL_LED[4]
[cell type report]
class	count	share of cell area [%]
multi-input combinational	106	38.0
inverter	2	0.365
tap	72	4.38
timing repair buffer	120	57.3
[layer usage]
metal  share of wire [%]  track usage, %  wire [um]  up-vias
met5                   0               0          0        -
met4                   0               0          0        0
met3                  15            5.37        695        0
met2                  44            15.4       2090       72
met1                  41            11.3       1950      562
li1                    -               -          -      670
[per-stage QoR]
| stage | cell area, um2 | utilization (%) | hold WS (ns) |
|---|---|---|---|
| finish | 2060 | 37.6 | 2.48 |
| global placement | 2060 | 37.6 | 2.50 |
| floorplan | 1010 | - | 1.80 |
| global route | 2060 | 37.6 | 2.52 |
| CTS | 2060 | 37.6 | 2.50 |
| detailed placement | 2060 | 37.6 | 2.50 |
[worst max path at each step]
stage      start   endpoint  slack, ns  depth (start not counted)
6_report  SEL[0]  Vdata[30]       0.62                          4
4_1_cts   SEL[0]  Vdata[30]       0.55                          4
5_1_grt   SEL[0]  Vdata[16]       0.37                          4
[layout by cell type (no fill, tap or decap), types with 4 or more instances in the layout]
cell type | Yosys | routed
sky130_fd_sc_hd__o21ai_0 | 9 | 9
sky130_fd_sc_hd__clkdlybuf4s50_1 | 0 | 113
sky130_fd_sc_hd__mux2_2 | 5 | 5
sky130_fd_sc_hd__o21a_1 | 7 | 7
sky130_fd_sc_hd__mux2i_1 | 6 | 6
sky130_fd_sc_hd__conb_1 | 1 | 5
sky130_fd_sc_hd__a22oi_1 | 8 | 8
sky130_fd_sc_hd__nor2b_1 | 9 | 9
sky130_fd_sc_hd__a21oi_1 | 4 | 4
sky130_fd_sc_hd__o22ai_1 | 10 | 10
sky130_fd_sc_hd__buf_4 | 16 | 5
sky130_fd_sc_hd__nor2_1 | 7 | 7
sky130_fd_sc_hd__mux2_4 | 8 | 8
[power breakdown]
group | switching, mW | leakage, nW | internal, mW | total (mW)
clock | 0 | 0 | 0 | 0
sequential | 0 | 0 | 0 | 0
combinational | 0.0571 | 0.767 | 0.141 | 0.198
[kinds of logic after synthesis]
| family | Yosys count |
|---|---|
| compound gates | 53 |
| buf+inv | 31 |
| simple gates | 28 |
| mux | 19 |
| xor+xnor | 1 |
| other cells | 1 |
No activity file was given, so power comes from the tool's default toggle rates.
