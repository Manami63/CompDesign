<file path="/design/flow/design.v">
module DE10_LITE_Golden_Top(
	input 		          		ADC_CLK_10,
	input 		          		MAX10_CLK1_50,
	input 		          		MAX10_CLK2_50,
	output		    [12:0]		DRAM_ADDR,
	output		     [1:0]		DRAM_BA,
	output		          		DRAM_CAS_N,
	output		          		DRAM_CKE,
	output		          		DRAM_CLK,
	output		          		DRAM_CS_N,
	inout 		    [15:0]		DRAM_DQ,
	output		          		DRAM_LDQM,
	output		          		DRAM_RAS_N,
	output		          		DRAM_UDQM,
	output		          		DRAM_WE_N,
	output		     [7:0]		HEX0,
	output		     [7:0]		HEX1,
	output		     [7:0]		HEX2,
	output		     [7:0]		HEX3,
	output		     [7:0]		HEX4,
	output		     [7:0]		HEX5,
	input 		     [1:0]		KEY,
	output		     [9:0]		LEDR,
	input 		     [9:0]		SW,
	output		     [3:0]		VGA_B,
	output		     [3:0]		VGA_G,
	output		          		VGA_HS,
	output		     [3:0]		VGA_R,
	output		          		VGA_VS,
	output		          		GSENSOR_CS_N,
	input 		     [2:1]		GSENSOR_INT,
	output		          		GSENSOR_SCLK,
	inout 		          		GSENSOR_SDI,
	inout 		          		GSENSOR_SDO,
	inout 		    [15:0]		ARDUINO_IO,
	inout 		          		ARDUINO_RESET_N,
	inout 		    [35:0]		GPIO
);
CLOCK1 clock1(
	.CLK(MAX10_CLK1_50), 
	.RST(SW[9]), 
	.KEY({KEY[0], KEY[1], SW[0]}), 
	.nHEX0(HEX0), 
	.nHEX1(HEX1), 
	.nHEX2(HEX2), 
	.nHEX3(HEX3)
	);
endmodule
module BTN_IN (
    input   CLK, RST,
    input       [2:0]   nBIN,
    output reg  [2:0]   BOUT
);
reg [20:0] cnt;
wire en40hz = (cnt==1250000-1);
always @( posedge CLK ) begin
    if ( RST )
        cnt <= 21'b0;
    else if ( en40hz )
        cnt <= 21'b0;
    else
        cnt <= cnt + 21'b1;
end
reg [2:0] ff1, ff2;
always @( posedge CLK ) begin
    if ( RST ) begin
        ff2 <=3'b0;
        ff1 <=3'b0;
    end
    else if ( en40hz ) begin
        ff2 <= ff1;
        ff1 <= nBIN;
    end
end
wire [2:0] temp = ~ff1 & ff2 & {3{en40hz}};
always @( posedge CLK ) begin
    if ( RST )
        BOUT <=3'b0;
    else
        BOUT <=temp;
end
endmodule
module CLOCK1 (
    input CLK, 	  
	 input RST,
    input [2:0] KEY,             
    output [7:0] nHEX0,          
    output [7:0] nHEX1,          
    output [7:0] nHEX2,          
    output [7:0] nHEX3           
);
    wire en1hz;                  
    wire [3:0] sec1, min1;       
    wire [2:0] sec10, min10;     
    wire ca;                     
    wire secup, minup, clr;
    CNT1SEC u1hz (
        .CLK(CLK),
        .RST(RST),
        .EN1HZ(en1hz)
    );
    BTN_IN ubtn (
        .CLK(CLK),
        .RST(RST),
        .nBIN(KEY),   
        .BOUT({secup, minup, clr})
    );
CNT60 usec (
    .CLK(CLK),
    .RST(RST),
	 .EN(en1hz),
    .INC(secup),
    .CLR(clr),
    .QL(sec1),
    .QH(sec10),
    .CA(ca)
);
CNT60 umin (
    .CLK(CLK),
    .RST(RST),
	 .EN(ca),
    .INC(minup),
    .CLR(clr),
    .QL(min1),
    .QH(min10),
    .CA()   
);
    SEG7DEC d0 (.DIN(sec1),  .nHEX(nHEX0));
    SEG7DEC d1 (.DIN(sec10), .nHEX(nHEX1));
    SEG7DEC d2 (.DIN(min1),  .nHEX(nHEX2));
    SEG7DEC d3 (.DIN(min10), .nHEX(nHEX3));
endmodule
module CNT1SEC(
    input  CLK, RST,
    output EN1HZ
);
reg [25:0] cnt;
always @( posedge CLK ) begin
    if ( RST )
        cnt <= 26'b0;
    else if ( EN1HZ )
        cnt <= 26'b0;
    else
        cnt <= cnt + 26'b1;
end
assign EN1HZ = (cnt==26'd49_999_999);
endmodule
module CNT60(CLK, RST, CLR, EN, INC, QH, QL, CA);
input CLK, RST, CLR, EN, INC;
output reg [3:0] QH;  
output reg [3:0] QL;  
output CA; 
always @(posedge CLK) begin
    if(RST || CLR) begin
        QH <= 0;
    end else if(EN && INC) begin
        if(QL == 9) begin
            if(QH == 5) begin
                QH <= 0;
            end else
                QH <= QH + 1;
        end 
    end
end
always @(posedge CLK) begin
    if(RST || CLR) begin
        QL <= 0;
    end else if(EN && INC) begin
        if(QL == 9) begin
            QL <= 0;
        end else
            QL <= QL + 1;
    end
end
assign CA = (QL == 4'd9) && (QH == 3'd5) && (EN || INC);
endmodule
module SEG7DEC(DIN,nHEX);
	input [3:0] DIN;
	output reg [7:0] nHEX;
always @(DIN)
begin
 case(DIN)
	4'h0: nHEX = 8'b11000000;
        4'h1: nHEX = 8'b11111001;
        4'h2: nHEX = 8'b10100100;
        4'h3: nHEX = 8'b10110000;
        4'h4: nHEX = 8'b10011001;
        4'h5: nHEX = 8'b10010010;
        4'h6: nHEX = 8'b10000010;
        4'h7: nHEX = 8'b11111000;
        4'h8: nHEX = 8'b10000000;
        4'h9: nHEX = 8'b10010000;
        4'hA: nHEX = 8'b10001000;
        4'hB: nHEX = 8'b10000011;
        4'hC: nHEX = 8'b11000110;
        4'hD: nHEX = 8'b10100001;
        4'hE: nHEX = 8'b10000110;
        4'hF: nHEX = 8'b10001110;
        default: nHEX = 8'b11111111;  
 endcase
end
endmodule
</file>
<file path="/design/flow/run.sh">
#!/bin/bash
# OpenROAD 26Q1-2900-gdf79404cd8, Yosys 0.63+post, stock flow scripts
make -C /OpenROAD-flow-scripts/flow DESIGN_CONFIG=/design/flow/config.mk WORK_HOME=/design/flow/orfs finish
</file>
<file path="/design/flow/config.mk">
export PLATFORM = sky130hd
export DESIGN_NAME = DE10_LITE_Golden_Top
export DESIGN_NICKNAME = DE10_LITE_Golden_Top
export VERILOG_FILES = /design/flow/design.v
export SDC_FILE = /design/flow/constraint.sdc
export NUM_CORES = 4
export LEC_CHECK = 1
export CORE_UTILIZATION = 50
</file>
<file path="/design/flow/constraint.sdc">
current_design DE10_LITE_Golden_Top

set clk_period 6.8
set clk_io_pct 0.2

create_clock -name clk0 -period $clk_period [get_ports {MAX10_CLK1_50}]

set non_clock_inputs [all_inputs -no_clocks]
set_input_delay [expr $clk_period * $clk_io_pct] -clock clk0 $non_clock_inputs
set_output_delay [expr $clk_period * $clk_io_pct] -clock clk0 [all_outputs]
</file>
==> qor.csv <==
stage,metric,value,unit
route,drc,0,
global_routing,grt_pass1_wl,14.1,mm
worst_setup_path,cp_cell_sequence,"clkdlybuf4s50_1, or2_2, a21oi_1, inv_1, ha_1, a22oi_1, o22ai_1",
sta,max_slew.worst_pin.slew,0.812,ns
synth,synthAoiAreaFrac,7.56,%
outcome,status,"finished, final reports clean",
flow_run,cap_violations,0,
synth,synthTopLogicFamily,simple AND/OR/NAND/NOR gates,
route,drtIter0Drc,118,
placed_design,dp_hpwl,5.65,mm
die,dieArea,10900,sq um
synth,yosys.area_share.adder,6.20,%
route,firstDrtPassIters,4,
route,avgRoutedWirePerCell,10.9,um
clocking,clock_sink_count,100,
clocking,ctsHoldBuffers,0,
worst_setup_path,critPathMaxFanout,15,
power_and_ir_drop,report.power.total,1000,uW
worst_setup_path,cp_slowest_cell,clkdlybuf4s50_1,
synth,syn-cell-area,5240,sq um
die,core-area,10200,sq um
synth,async_flop_share,0,%
worst_setup_path,start_kind,input pin,
clocking,clockBufferDepth,2,
synth,synth.most_common_cell,dfxtp_1,
sta,setup_slack,3.32,ns
route,drtAntennaViolNets,0,
synth,syn-mean-instance-area,9.10,sq um
layout,area_growth,7.16,%
synth,area_leaders,"dfxtp_1 (38%), buf_4 (9.9%), ha_1 (6.2%)",
layout,nFillCells,915,
sta,finalCritPeriodShare,51.2,%
sta,tns,0,ns
die,die-height,104,um
power_and_ir_drop,combPwrFrac,1.8,%
layout,area.combinational,2780,sq um
worst_setup_path,slowest_delay,0.63,ns
global_routing,grt_antenna_before_repair,0,
power_and_ir_drop,pwr-share-clk,39.2,%
placed_design,io_buffer_count,32,
synth,yosys_cells,576,
power_and_ir_drop,p_seq_share,59.0,%
placed_design,globalplace.congestion,0.810,
die,placementRows,37,
synth,ys_sh_mux,6.35,%
sta,fin_skew,0.0106,ns
power_and_ir_drop,switching_share,21.5,%
sta,setup_viol,0,
sta,slew_headroom,45.8,%
worst_setup_path,crit_buf_inv,2,
route,diodes,0,
route,num_vias,3682,
clocking,worstSkewPairLatency,0.36,ns
global_routing,grt_pass1_vias,3177,
die,ios,185,
layout,final_cell_area,5620,sq um
sta,grt_setup_unrepaired,false,
power_and_ir_drop,power.internal,785,uW
sta,hold_slack,0.451,ns
min_path,hold_class,flop to flop,
die,fp_util,51.3,%
synth,simple_gate_share,20.4,%
synth,ff_type,dfxtp_1,
sta,slew_violations,0,
sta,hold_violations,0,
die,fp.dieW,104,um
global_routing,overflow,0,
synth,synthTopCellsByCount,"dfxtp_1 (100), buf_4 (69), nor2_1 (66)",
synth,yosysSeqAreaShare,38.2,%
worst_setup_path,cp.arrival,3.73,ns
power_and_ir_drop,p_leak,0.00234,uW
synth,synth_flops,100,
clocking,tritoncts,built,
worst_setup_path,worstSetupPathType,input pin to flop,
worst_setup_path,end_kind,flop,
route,viasPerCell,4.94,
clocking,clk_pin_slew_worst_paths,0.09,ns
sta,fin_crit,3.48,ns
placed_design,placed_area,5410,sq um
power_and_ir_drop,switchingPower,215,uW
synth,ys_area,5240,sq um
route,wl,8.11,mm
layout,seq_area,2000,sq um
synth,synth_warnings,73,
synth,largest_area_cell,dfxtp_1,
clocking,cts-root-buf,clkbuf_8,
placed_design,dp_slack,2.94,ns
synth,synthCells,576,
worst_setup_path,critical-path-top-delay-family,buffers and inverters,
synth,ys_sh_xor,7.52,%
global_routing,grt_usage,15.6,%
synth,top_area_share,38.2,%
worst_setup_path,critPathRequiredTime,7.05,ns
layout,drive_gt1_share,7.22,%
synth,edf_count,0,
clocking,post_cts_resized,0,
synth,yosys.cell_types.count,67,
sta,fmax,0.287,GHz
clocking,cts_made_buffers,9,
sta,unconstrained_endpoints,71,
power_and_ir_drop,p_per_area,178,nW/um^2
clocking,cts_setup_buffers,0,
flow_run,warnings,127,
global_routing,grt_max_degree,27,
clocking,htreeDepth,3,
power_and_ir_drop,irDropWorstVdd,126,uV
## flip-flops by register name, indices dropped and copies added, names as in the netlist, 7 cells and up
| name | flops |
|---|---|
| clock1.u1hz.cnt | 26 |
| clock1.ubtn.cnt | 21 |
| HEX0 | 7 |
| HEX1 | 7 |
| HEX2 | 7 |
| HEX3 | 7 |
## final cells by class
type	instances	area share, %
Tap cell	136	3.03
Inverter	32	2.23
Sequential cell	100	35.6
Timing Repair Buffer	34	5.97
Multi-Input combinational cell	428	49.5
Clock inverter	4	0.980
Clock buffer	11	2.69
## layer usage
layer,global-route usage [%],vias up,share of wire (%)
li1,-,1870,-
met1,23.3,1702,49
met2,25.2,103,45
met3,2.94,7,4.9
met4,1.33,0,0.92
met5,0,-,0
## worst reg2reg max path, delay by kind of cell (launching register included)
kind | cells | cell delay, ns
simple gates | 3 | 1.24
compound gates | 4 | 0.91
fa+ha+maj | 2 | 0.46
flops | 1 | 0.38
buf+inv | 1 | 0.15
## logic make-up (layout without fill, tap and decap cells)
| kind of cell | count (synthesis) | count (layout) |
|---|---|---|
| buf+inv | 115 | 81 |
| simple gates | 204 | 204 |
| mux | 30 | 30 |
| compound gates | 54 | 54 |
| other cells | 2 | 69 |
| flops | 100 | 100 |
| xor+xnor | 45 | 45 |
| fa+ha+maj | 26 | 26 |
## power by group through the flow
stage | logic [uW] | clock network, uW | registers (uW)
after CTS | 18.5 | 405 | 590
after global routing | 21.7 | 427 | 591
final | 18.0 | 391 | 590
## placed cells by master, fill, tap and decap left out, drive strengths merged, types with 11 or more instances in the layout
| master | instances |
|---|---|
| nand3 | 26 |
| a21oi | 16 |
| xor2 | 25 |
| nand2 | 36 |
| nor2 | 66 |
| clkbuf | 11 |
| xnor2 | 20 |
| clkdlybuf4s50 | 32 |
| conb | 69 |
| and3 | 11 |
| mux2i | 22 |
| nor3 | 12 |
| dfxtp | 100 |
| inv | 33 |
| ha | 26 |
## per-stage QoR
stage | cells | util [%]
after floorplan | 643 | -
final | 745 | 54.9
after global placement | 730 | 52.9
after CTS | 745 | 54.9
after detailed placement | 730 | 52.9
after global routing | 745 | 54.9
## path summary, 6_finish.rpt
path	startpoint	to	slack, ns	depth (start not counted)
worst max register to register	clock1.u1hz.cnt[0]	HEX2[0]	3.56	10
worst min-delay path	clock1.ubtn.cnt[0]	clock1.ubtn.cnt[0]	0.45	1
worst min register to register	clock1.ubtn.cnt[0]	clock1.ubtn.cnt[0]	0.45	1
worst max-delay path	SW[9]	HEX0[5]	3.32	7
Power is estimated from default activity; no workload was simulated.
